==> /design/flow/constraint.sdc <==
current_design division

set clk_period 4.5
set clk_io_pct 0.2

create_clock -name clk0 -period $clk_period [get_ports {clock}]

set non_clock_inputs [all_inputs -no_clocks]
set_input_delay [expr $clk_period * $clk_io_pct] -clock clk0 $non_clock_inputs
set_output_delay [expr $clk_period * $clk_io_pct] -clock clk0 [all_outputs]
==> /design/flow/config.mk <==
export PLATFORM = sky130hd
export DESIGN_NAME = division
export DESIGN_NICKNAME = division
export VERILOG_FILES = /design/flow/design.v
export SDC_FILE = /design/flow/constraint.sdc
export NUM_CORES = 4
export LEC_CHECK = 1
export CORE_AREA = 10 10 101 101
export DIE_AREA = 0 0 111 111
==> /design/flow/run.sh <==
#!/bin/bash
# OpenROAD 26Q1-2900-gdf79404cd8, Yosys 0.63+post, stock flow scripts
make -C /OpenROAD-flow-scripts/flow DESIGN_CONFIG=/design/flow/config.mk WORK_HOME=/design/flow/orfs finish
==> /design/flow/design.v <==
module addsub (
    r,
    a,
    b,
    control
);
  wire co;
  output [3:0] r;
  input [3:0] a, b;
  input control;
  assign r = (control == 0 ? a + b : a - b);
endmodule
module Areg (
    Q,
    D,
    SI,
    clock,
    C
);
  input [3:0] D;
  input clock, SI;
  input [1:0] C;
  output [3:0] Q;
  reg [3:0] Q;
  parameter Load = 2'b00, Reset = 2'b01, Shift = 2'b10, Hold = 2'b11;
  always @(posedge clock) begin
    case (C)
      Reset: Q = 4'b0000;
      Load:  Q = D;
      Shift: Q = {Q[2:0], SI};
    endcase
  end
endmodule
module Mreg (
    Q,
    D,
    clock,
    C
);
  input [3:0] D;
  input clock, C;
  output [3:0] Q;
  reg [3:0] Q;
  parameter Load = 1'b1, Hold = 1'b0;
  always @(posedge clock) begin
    if (C == Load) Q = D;
    else;
  end
endmodule
module Qreg (
    Q,
    D,
    clock,
    C
);
  input clock;
  input [2:0] C;
  input [3:0] D;
  output [3:0] Q;
  reg [3:0] Q;
  parameter Load = 3'b000, Reset = 3'b001, Shift = 3'b010, Hold = 3'b011;
	parameter Set1 = 3'b100;
  always @(posedge clock) begin
    case (C)
      Hold:  ;
      Reset: Q = 4'b0000;
      Load:  Q = D;
      Shift: Q = {Q[2:0], 1'b0};
	    Set1: Q[0] = 1;
    endcase
  end
endmodule
module ControlLogic( clock, start, QCnt, ACnt, doneCnt, MCnt, adderCnt, A, adderOut);
	input clock, start;
	input [3:0] A, adderOut;
	output doneCnt, MCnt, adderCnt;
	output [2:0] QCnt;
	output[1:0] ACnt;
	reg adderCnt, doneCnt, MCnt;
	reg [2:0] QCnt;
	reg [1:0] ACnt;
	parameter s0 = 2'b00, 
		  s1 = 2'b01, 
		  s2 = 2'b10, 
		  start_state=2'b11 ;
	parameter Load= 3'b000, Reset= 3'b001, Shift= 3'b010, Hold= 3'b011,
		  Add = 1'b0 , Sub  = 1'b1,
		  LD  = 1'b1 , HD   = 1'b0,
		  Set1 = 3'b100;
	reg [2:0] NEXT_STATE; 
	reg [2:0] count;
always @(posedge clock) begin
	case(NEXT_STATE)
		start_state:
		begin
			case(start)
			1'b1: begin
				{adderCnt, ACnt , MCnt, QCnt, doneCnt} =
				{     Add, Reset, LD  , Load, 1'b0};
				NEXT_STATE=s0;
				count = 4;
			      end 
			  1'b0:begin
				{adderCnt, ACnt , MCnt, QCnt, doneCnt} =
				{Add     , Hold , HD  , Hold, 1'b1};
				NEXT_STATE = start_state;
				count = 0;
			     end
		     endcase
	        end
		s0: begin
			ACnt = Shift;
			QCnt = Shift;
			NEXT_STATE = s1;
		    end
		s1: begin
			QCnt = Hold;
			ACnt = Hold;
			adderCnt = Sub;
			NEXT_STATE = s2;
		end
		s2: begin
			if (adderOut[3] == 1) begin
				adderCnt = Add;
				ACnt = Hold;
			end else begin
				QCnt = Set1;
				ACnt = Load;
			end
			NEXT_STATE = s0;
			count = count - 1;
			if (count == 0) begin
				doneCnt = 1;
				NEXT_STATE = start_state;
			end
		end
		default: begin
			{adderCnt, ACnt , MCnt, QCnt} =
			{Add     , Hold , HD  , Hold};
			NEXT_STATE = start_state; 
		end
	endcase
end
endmodule
module division (
    clock,
    start,
    Divisor,
    Dividend,
    Ar,
    Qr,
    Done
);
  input clock, start;
  input [3:0] Divisor, Dividend;
  output [3:0] Ar, Qr;
  output Done;
  wire [3:0] Qr, Ar, Mr, Rr;
  wire [1:0] ACnt;
  wire adderCnt, MCnt;
  wire [2:0] QCnt;
  ControlLogic CONTROL (
      clock,
      start,
      QCnt,
      ACnt,
      Done,
      MCnt,
      adderCnt,
	  Ar,
      Rr
  );
  Areg A (
      Ar,
      Rr,
      Qr[3],
      clock,
      ACnt
  );
  Mreg M (
      Mr,
      Divisor,
      clock,
      MCnt
  );
  Qreg Q (
      Qr,
      Dividend,
      clock,
      QCnt
  );
  addsub ADDSUB (
      Rr,
      Ar,
      Mr,
      adderCnt
  );
endmodule
==> reports/qor.yml <==
finalCriticalPeriod_ps: 2350
edf_count: 18
cp.arrival_ps: 2380
path_cells: "inv_1 -> ha_1 -> mux2_2 -> inv_1 -> ha_1 -> nor2b_1 -> o21ai_1 -> a2111oi_0 -> a221o_1"
drtPass1Iterations: 2
hold_class: "register to register"
tns_ps: 0
coreArea_um2: 8130
postCtsSetupBuffers: 0
drt-total-wl_um: 2490
synthCells: 113
first_global_vias: 869
yosysTopAreaCellShare_pct: 40.9
fp_util_pct: 16.2
final.period_utilization_pct: 52.2
final-hold-violation-count: 0
ys_chip_area_um2: 1320
max_slew.worst_pin.slew_ps: 417
drc: 0
p_leak_nw: 0.652
worstPathRequired_ps: 4530
max-cap-violations: 0
synthAdderAreaFrac_pct: 11.9
clkTransAtPathRegs_ps: 90
antenna_found_initial: 0
placed_cell_area_um2: 1620
whs_ps: 571
cts_tree: "yes"
synthTopCellsByArea: "edfxtp_1 (41%), dfxtp_1 (12%), ha_1 (10%), inv_1 (4.3%), mux2_2 (3.4%)"
wire_per_inst_um: 10.4
diodes: 0
mux_share_pct: 3.41
fmax_mhz: 426
die_y_um: 111
synth_area_um2: 1320
gr-total-overflow: 0
finalClockSkew_ps: 5.72
crit_fanout: 5
ctsHoldBuffers: 0
root_buffer: "clkbuf_8"
grt_max_degree: 16
cp_slowest_cell: "edfxtp_1"
numCtsBuffers: 3
critical-path-top-delay-family: "AND-OR/OR-AND gates"
critPathBufInv: 2
syn2layout_area_growth_pct: 28.4
portBuffers: 18
postSynthSeqShare_pct: 53.1
ant_nets: 0
syn_area_per_cell_um2: 11.7
clockBufferDepth: 2
synth_cell_type_count: 31
worstSetupPathType: "register to register"
yosys.area_share.xor_xnor_pct: 3.32
async_flop_share_pct: 0
vias: 876
yosysWarnings: 4
cts_resized: 0
clock_sinks: 26
die-area_um2: 12300
drtIter0Drc: 24
rsz0062_at_grt: "no"
ys_cells: 113
grt_usage_pct: 3.80
slew_violations: 0
max_stage_delay_ps: 400
ys_top_logic_family: "adder cells"
grt_pass1_wl_um: 4000
gp_congestion: 0.798
hpwl_um: 1970
common_cells: "edfxtp_1 (18), inv_1 (15), ha_1 (11)"
ys.flop_type: "edfxtp_1"
crit_path_start_kind: "register"
status: "completed"
synth.cellmix.simpleShare_pct: 11.7
clock_latency_ps: 270
warnings: 31
rows: 33
top_area_cell: "edfxtp_1"
setup_viol_count_final: 0
p_per_area_nw_per_um2: 669
top_cell: "edfxtp_1"
relSlewSlack_pct: 71.5
die_w_um: 111
avgViaCountPerCell: 3.67
vdd_drop_max_mv: 0.192
synth_flop_count: 26
stdcell_area_um2: 1700
ys_sh_aoi_pct: 11.8
htree_levels: 1
io_pins: 19
layout-drive-gt1-share_pct: 11.2
cp-end-kind: "register"
## registers in the layout, indices dropped and copies added (netlist names)
| name | cells |
|---|---|
| A.Q | 4 |
| CONTROL.ACnt | 3 |
| CONTROL.MCnt | 1 |
| CONTROL.NEXT_STATE | 2 |
| CONTROL.QCnt | 3 |
| CONTROL.adderCnt | 1 |
| CONTROL.count | 3 |
| CONTROL.doneCnt | 1 |
| M.Q | 4 |
| Q.Q | 4 |
## report_power, final
group | internal, mW | switching [mW] | total [mW]
Combinational | 0.237 | 0.234 | 0.471
Sequential | 0.390 | 0.0798 | 0.470
Clock | 0.119 | 0.0745 | 0.194
Total | 0.746 | 0.388 | 1.13
## worst paths after layout
check                           depth (start not counted)                    start                to  slack (ps)
worst max-delay path                                    9         M.Q[0]$_DFFE_PP_  A.Q[3]$_DFFE_PP_        2150
worst min-delay path                                    1  CONTROL.QCnt[2]$_DFF_P_  Q.Q[0]$_DFFE_PP_         570
worst max register to register                          9         M.Q[0]$_DFFE_PP_  A.Q[3]$_DFFE_PP_        2150
worst min register to register                          1  CONTROL.QCnt[2]$_DFF_P_  Q.Q[0]$_DFFE_PP_         570
## cells in the final DEF, fill, tap and decap left out, types with 2 or more instances in the layout
| cell type | synthesis | routed |
|---|---|---|
| nor3_1 | 6 | 6 |
| or2_2 | 3 | 3 |
| a21oi_2 | 2 | 2 |
| or3_1 | 2 | 2 |
| dfxtp_1 | 8 | 8 |
| a211o_1 | 2 | 2 |
| clkbuf_8 | 0 | 3 |
| nand2_1 | 8 | 8 |
| o21ai_0 | 6 | 6 |
| ha_1 | 11 | 11 |
| mux2_2 | 4 | 4 |
| xor2_1 | 2 | 2 |
| xnor2_1 | 3 | 3 |
| edfxtp_1 | 18 | 18 |
| clkdlybuf4s50_1 | 0 | 18 |
| nor2_1 | 4 | 4 |
| a2111oi_0 | 4 | 4 |
| inv_1 | 15 | 15 |
## routing by layer
| layer | part of all wire, % | global-route usage (%) | routed length, µm | up-vias |
|---|---|---|---|---|
| li1 | - | - | - | 445 |
| met1 | 45 | 4.79 | 1130 | 412 |
| met2 | 46 | 6.13 | 1150 | 14 |
| met3 | 6.7 | 1.48 | 167 | 5 |
| met4 | 1.7 | 0.608 | 43 | 0 |
| met5 | 0 | 0 | 0 | - |
## stage by stage
stage	setup slack (ps)	utilization (%)	power, mW	std cells
after floorplan	2290	-	0.776	113
after global placement	2200	20.0	0.945	235
after detailed placement	2160	20.0	0.950	235
after CTS	2160	20.8	1.15	239
after global routing	2020	20.8	1.23	239
final	2150	20.8	1.13	239
## layout make-up
cell class | count | area [µm²]
fillers | 867 | 6440
repair buffers | 18 | 180
multi-input cells | 71 | 556
clock inverters | 1 | 30.0
well taps | 105 | 131
inverters | 15 | 56.3
clock buffers | 3 | 41.3
flip-flops and latches | 26 | 701
## cells by family (layout without fill, tap and decap cells)
| group | count (synthesis) | in the layout |
|---|---|---|
| fa+ha+maj | 12 | 12 |
| flops | 26 | 26 |
| simple gates | 29 | 29 |
| xor+xnor | 5 | 5 |
| compound gates | 21 | 21 |
| mux | 4 | 4 |
| buf+inv | 16 | 37 |
Power and IR drop assume default switching activity.
